File: /design/flow/design.v
`timescale 1ns / 1ps
module Pix_clk_gen(
    input i_clk,
    input i_rst_n , 
    output out_clk
    );
    reg [1:0] clk_cnt = 0 ;
    always @(posedge i_clk or negedge i_rst_n)
            begin
              if (i_rst_n==1'b0)
                    begin
                      clk_cnt <= 0;
                         end
                      else
                   begin      
                 clk_cnt <= clk_cnt + 1'b1 ;
               end
           end
       assign out_clk = (clk_cnt == 2'b00)?1'b1: 1'b0;
endmodule
`timescale 1ns / 1ps
module Top_design(
input i_clk , 
input i_rst_n  ,
input [12-1:0] d_in ,  
output H_sync , 
output V_sync , 
output [12-1:0] RGB_out
);
wire vid_on ;
reg [12-1:0] o_RGB;
always @(posedge i_clk or negedge i_rst_n)
    begin 
      if (i_rst_n==1'b0)
           begin
              o_RGB <= 0;
              end
            else
          begin     
       o_RGB <= d_in ;
    end
 end    
Vga_controller VGA
  (.i_clk(i_clk) , 
   .i_rst_n(i_rst_n) , 
   .H_sync(H_sync) , 
   .V_sync(V_sync) , 
   .Vid_on(vid_on) ,  
   .pix_x() ,
   .pix_y());
 assign RGB_out   = vid_on? o_RGB:12'b0;
endmodule
`timescale 1ns / 1ps
module Vga_controller
(input i_clk , 
 input i_rst_n , 
 output H_sync , 
 output V_sync , 
 output Vid_on , 
 output [10-1:0] pix_x ,
 output [10-1:0] pix_y);
  parameter H_Area = 800 ;   
  parameter H_Disp = 640 ;   
  parameter H_retrace = 96 ;  
  parameter H_Front_porch = 16 ;  
  parameter H_Back_porch = 48 ;  
  parameter V_Area = 525;   
  parameter V_Disp = 480 ;       
  parameter V_retrace = 2 ;    
  parameter V_Front_porch = 10 ;       
  parameter V_Back_porch = 33 ;      
 wire pix_clk_25MHZ ;
	Pix_clk_gen CLK(
    .i_clk(i_clk),
    .i_rst_n(i_rst_n) , 
    .out_clk(pix_clk_25MHZ)
    );
 reg [10-1:0] H_next_cnt , V_next_cnt;
 reg [10-1:0] H_cnt ;
 reg [10-1:0] V_cnt ;
 assign H_sync = (H_cnt >=0 & H_cnt < H_retrace)?1'b1: 1'b0;
 assign V_sync = (V_cnt < V_retrace)?1'b1:1'b0;
 assign Vid_on = (H_cnt >(H_Back_porch + H_retrace-1) & H_cnt <=(H_Area-H_Front_porch)) & ((V_cnt >V_Back_porch+ V_retrace-1) & (V_cnt <=V_Area-V_Front_porch))?1'b1 : 1'b0;
 assign pix_x = H_cnt ;
 assign pix_y = V_cnt ;
 wire H_total =  (H_cnt == H_Area-1)? 1'b1 :1'b0;    
 wire V_total =  (V_cnt == V_Area-1)?1'b1 : 1'b0;   
 always @(posedge i_clk or negedge i_rst_n)
         begin
          if (i_rst_n ==1'b0)
               begin
                  H_cnt <= 0;
                  V_cnt <= 0;
                   end
                 else
                     begin 
                  H_cnt <= H_next_cnt ;
                  V_cnt <= V_next_cnt ; 
           end
    end
 always @(*)
           begin
                  if (pix_clk_25MHZ)
                         begin
                          if (H_total)
                       begin
                             H_next_cnt <= 0;
                                end
                          else
                              begin
                           H_next_cnt <= H_cnt + 1'b1 ;
                     end
                 end
              else
           begin
        H_next_cnt <=H_cnt ;         
       end 
 end 
 always @(*)
            if (pix_clk_25MHZ & H_total)
                 begin
                     if (V_total )
                             begin
                                V_next_cnt <= 0;
                                end
                                   else
                                        begin
                                       V_next_cnt <= V_cnt + 1'b1 ;
                                 end  
                             end
                         else
                    begin
                 V_next_cnt <= V_cnt ;
             end    
endmodule 
File: /design/flow/run.sh
#!/bin/bash
# OpenROAD 26Q1-2900-gdf79404cd8, Yosys 0.63+post, stock flow scripts
make -C /OpenROAD-flow-scripts/flow DESIGN_CONFIG=/design/flow/config.mk WORK_HOME=/design/flow/orfs finish
File: /design/flow/config.mk
export PLATFORM = sky130hd
export DESIGN_NAME = Top_design
export DESIGN_NICKNAME = Top_design
export VERILOG_FILES = /design/flow/design.v
export SDC_FILE = /design/flow/constraint.sdc
export NUM_CORES = 4
export LEC_CHECK = 1
export CORE_AREA = 10 10 112 112
export DIE_AREA = 0 0 122 122
File: /design/flow/constraint.sdc
current_design Top_design

set clk_period 4.5
set clk_io_pct 0.2

create_clock -name clk0 -period $clk_period [get_ports {i_clk}]

set non_clock_inputs [all_inputs -no_clocks]
set_input_delay [expr $clk_period * $clk_io_pct] -clock clk0 $non_clock_inputs
set_output_delay [expr $clk_period * $clk_io_pct] -clock clk0 [all_outputs]
==> flow_metrics.env <==
# source this file to load flow results
export IMPL_io_buffers=27
export IMPL_cts_buffer_depth=2
export IMPL_yosysUniqueCellTypes=35
export IMPL_grt_pass1_wl_um=5580
export IMPL_clock_root_buffer="clkbuf_8"
export IMPL_run_status="completed"
export IMPL_timing_worst_setup_path_type="reg2out"
export IMPL_wirelength_um=3410
export IMPL_grt_overall_usage_pct=4.58
export IMPL_timing_hold_ws_ns=0.409
export IMPL_yosysTopAreaCellShare_pct=52.6
export IMPL_synthMostInstantiatedCell="dfrtp_1"
export IMPL_worst_setup_path_end_kind="output pin"
export IMPL_die_height_um=122
export IMPL_global_route_usage_met3_pct=1.08
export IMPL_clock_latency_late_pin_ns=0.28
export IMPL_flow_area_growth_from_synthesis_pct=32.8
export IMPL_global_route_overflow_total=0
export IMPL_ys_top_cells_by_count="34 x dfrtp_1, 15 x nor2_1, 13 x inv_1"
export IMPL_maxSlewHeadroom_pct=39.6
export IMPL_place_gp_congestion=0.794
export IMPL_power_leakage_nw=0.876
export IMPL_period_needed_ns=3.58
export IMPL_post_cts_hold_fix_bufs=0
export IMPL_ys_async_sr_fraction_pct=100
export IMPL_post_route_drc_count=0
export IMPL_floorplan_core_area_sq_mm=0.0102
export IMPL_largest_net_degree_at_the_start_of_global_routing=35
export IMPL_dominantRegCellSynth="dfrtp_1"
export IMPL_initial_antenna_violation_count=0
export IMPL_cp_required_ns=3.60
export IMPL_final_setup_worst_slack_ns=0.924
export IMPL_tritoncts="done"
export IMPL_drt_pass1_iter_count=4
export IMPL_placedCellCount=317
export IMPL_avgViaCountPerCell=3.68
export IMPL_synth_cells_yosys=155
export IMPL_core_util_floorplan_pct=15.8
export IMPL_timing_reg2reg_setup_slack_ns=2.46
export IMPL_timing_max_cap_violations=0
export IMPL_cts_h_tree_lvls=2
export IMPL_min_delay_start="VGA.CLK.clk_cnt[0]"
export IMPL_total_power_mw=0.557
export IMPL_power_per_cell_area_mw_per_mm2=259
export IMPL_critPathArrivalTime_ns=2.68
export IMPL_ys_flops=34
export IMPL_post_synth_inst_count=155
export IMPL_detailed_place_hpwl_um=2570
export IMPL_achievable_frequency_ghz=0.280
export IMPL_max_slew_worst_pin_slew_ns=0.906
export IMPL_r2r_start="VGA.H_cnt[6]"
export IMPL_synthesis_area_per_instance_sq_um=10.4
export IMPL_global_route_usage_met2_pct=7.34
export IMPL_endpoint="RGB_out[0]"
export IMPL_synth_top_cell_by_area="dfrtp_1"
export IMPL_drt_first_iter_violations=76
export IMPL_power_ir_vdd_worst_mv=0.111
export IMPL_dieWidth_um=122
export IMPL_rsz_0062_raised_after_global_routing="false"
export IMPL_preCtsSetupSlack_ns=1.22
export IMPL_critPathLaunchType="flip-flop"
export IMPL_tritoncts_num_buffers=5
export IMPL_globalRoute_busiestLayer="met2"
export IMPL_setup_tns_final_ns=0
export IMPL_layout_cells_non_filler=325
export IMPL_syn_area_sq_mm=0.00162
export IMPL_edf_count=0
export IMPL_num_io_pins=28
export IMPL_path_clk_slew_ns=0.07
export IMPL_route_antenna_diode_count=0
export IMPL_finalSetupViolCount=0
export IMPL_yosysSeqAreaShare_pct=52.6
export IMPL_warning_count=27
export IMPL_final_layout_size_suffix_gt1_share_pct=8.47
export IMPL_worstPathMaxFanout=12
export IMPL_antenna_nets_post_route=0
export IMPL_worst_clock_skew_ns=0.00864
export IMPL_dieArea_sq_mm=0.0149
export IMPL_finalHoldViolations=0
export IMPL_grt_met1_usage_pct=6.38
export IMPL_rows=37
export IMPL_synth_area_yosys_sq_mm=0.00162
export IMPL_slew_viol_final=0
export IMPL_tritoncts_num_sinks=34
export IMPL_vias=1196
export IMPL_wire_per_inst_um=10.5
export IMPL_post_route_period_util_pct=79.5
export IMPL_synthesis_yosys_warnings=3
export IMPL_post_cts_resized_instances=0
export IMPL_timing_critical_path_from="VGA.V_cnt[0]"
export IMPL_r2r_worst_path_cells=5
export IMPL_synth_area_top_cells="dfrtp_1 53%, nor3b_1 5.6%, ha_1 3.9%"
export IMPL_timing_rr_end="VGA.V_cnt[9]"
export IMPL_vias_in_the_first_global_route=1124
export IMPL_class_of_the_tightest_hold_or_removal_check="reg2reg"
export IMPL_cts_setup_buffers=0
==> how the worst min path moves through the flow <==
stage	endpoint	slack, ns	depth (start not counted)
final	VGA.CLK.clk_cnt[0]	0.41	1
after global routing	VGA.CLK.clk_cnt[0]	0.41	1
after CTS	VGA.CLK.clk_cnt[0]	0.41	1
==> state kept, by name, summed over array words and instances, names as in the netlist <==
signal	count
VGA.CLK.clk_cnt	2
VGA.H_cnt	10
VGA.V_cnt	10
o_RGB	12
==> stage by stage <==
| stage | area, sq um | util, % |
|---|---|---|
| after floorplan | 1620 | - |
| after global placement | 2060 | 20.1 |
| after detailed placement | 2060 | 20.1 |
| after CTS | 2150 | 21.0 |
| after global routing | 2150 | 21.0 |
| final | 2150 | 21.0 |
==> metal layers <==
metal  share of wire (%)  vias to the layer above
met5                   0                        -
met4                 1.3                        0
met3                 5.8                        5
met2                  45                       24
met1                  48                      559
li1                    -                      608
==> worst max-delay path: stages (launching register included) <==
cell	delay, ns
dfrtp_1	0.46
a2111oi_0	0.42
o21ai_0	0.13
a21oi_1	0.75
nor3b_1	0.17
clkdlybuf4s50_1	0.46
==> kinds of logic after synthesis <==
| family | synth area share, % |
|---|---|
| buffers and inverters | 4.48 |
| and+or+nand+nor | 22.7 |
| muxes | 1.31 |
| AOI/OAI and AO/OA | 10.2 |
| DFF | 52.6 |
| adders and majority gates | 3.86 |
| xor gates and xnor gates | 4.87 |
==> power by group <==
part           total [mW]  switching (mW)  internal [mW]
clock network       0.226           0.103          0.123
registers           0.312         0.00101          0.311
logic              0.0187         0.00702         0.0117
total               0.557           0.111          0.446
==> cell usage in the layout (no fill, tap or decap), types with 2 or more instances in the layout <==
cell,n
a2111oi_0,2
a21o_1,2
a21oi_1,6
a22o_1,2
and4_1,3
buf_4,3
clkbuf_8,6
clkdlybuf4s50_1,27
dfrtp_1,34
ha_1,5
inv_1,13
nand2_1,11
nand3_1,8
nand4_1,4
nor2_1,15
nor3_1,2
nor3b_1,12
o21ai_0,6
o31ai_1,3
xnor2_1,6
xor2_1,3
==> final cells by class <==
class / count / area [sq um]
Timing Repair Buffer: 30 / 293
Clock inverter: 1 / 5.00
Sequential cell: 34 / 851
Multi-Input combinational cell: 104 / 696
Fill cell: 1076 / 8080
Clock buffer: 7 / 86.3
Inverter: 13 / 48.8
Tap cell: 136 / 170
Power is estimated from default activity; no workload was simulated.
